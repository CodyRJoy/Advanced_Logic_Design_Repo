`design/flow/design.v`:
```
`timescale 1ns / 1ps
module Conditional_Adder#(parameter bits=8, levels=4)(
    input [bits-1:0] x,
    input [bits-1:0] y,
    input mode,
    output [4:0] answer
    );
    wire [levels - 1:0] resnc [bits - 1:0][(bits)-1:0];
    wire [levels - 1:0] reswc [bits - 1:0][(bits)-1:0];
    wire [levels - 1:0] tempnc [bits - 1:0][(bits)-1:0];
    wire [levels - 1:0] tempwc [bits - 1:0][(bits)-1:0];
    generate
    genvar i,level;
    for (i=0; i<bits; i=i+1) begin:adder
        HA sumnocarry(.x(x[i]), .y(y[i]), .r(resnc[0][i][1:0]));
        FA sumwithcarry(.x(x[i]), .y(y[i]),.cin(1),.r(reswc[0][i][1:0]));
    end
    for(level=1;level<levels; level = level+1) begin:Muxouter
        for(i=0; i<bits/(2**level); i=i+1) begin:Muxinner
            assign tempnc[level-1][2*i][2**(level-1):0] =  resnc[level-1][2*i][2**(level-1)]?reswc[level-1][(2*i)+1]:resnc[level-1][(2*i)+1];
            assign resnc[level][i] = {tempwc[level-1][2*i][2**(level-1):0],resnc[level-1][2*i][(2**(level-1))-1:0]};
            assign tempwc[level-1][2*i] =  reswc[level-1][2*i][2**(level-1)]?reswc[level-1][(2*i)+1]:resnc[level-1][(2*i)+1];
            assign reswc[level][i] = {tempwc[level-1][2*i][2**(level-1):0],reswc[level-1][2*i][(2**(level-1))-1:0]};
        end
    end
    endgenerate
    assign answer[4:0] = resnc[2][0];
endmodule
`timescale 1ns / 1ps
module FA(
    input x,
    input y,
    input cin,
    output [1:0]r
    );
    assign r[0]=  ((~cin) & x &(~y)) | ((~cin) &(~x)&y ) | (cin &(~x) &(~y)) | (cin & x & y)     ;
    assign r[1] = ((~cin) & x &y) | ((cin) &(~x)&y ) | (cin &(x) &(~y)) | (cin & x & y)  ;
endmodule
`timescale 1ns / 1ps
module HA(
    input x,
    input y,
    output [1:0]r
    );
    assign r[0] = x^y;
    assign r[1] = x&y;
endmodule
```
`design/flow/run.sh`:
```
#!/bin/bash
# OpenROAD 26Q1-2900-gdf79404cd8, Yosys 0.63+post, stock flow scripts
make -C /OpenROAD-flow-scripts/flow DESIGN_CONFIG=/design/flow/config.mk WORK_HOME=/design/flow/orfs finish
```
`design/flow/config.mk`:
```
export PLATFORM = sky130hd
export DESIGN_NAME = Conditional_Adder
export DESIGN_NICKNAME = Conditional_Adder
export VERILOG_FILES = /design/flow/design.v
export SDC_FILE = /design/flow/constraint.sdc
export NUM_CORES = 4
export LEC_CHECK = 1
export CORE_AREA = 10 10 70 70
export DIE_AREA = 0 0 80 80
```
`design/flow/constraint.sdc`:
```
current_design Conditional_Adder

set clk_period 1.2
set clk_io_pct 0.2

create_clock -name clk0 -period $clk_period

set non_clock_inputs [all_inputs -no_clocks]
set_input_delay [expr $clk_period * $clk_io_pct] -clock clk0 $non_clock_inputs
set_output_delay [expr $clk_period * $clk_io_pct] -clock clk0 [all_outputs]
```
==> impl_metrics.csv <==
group,metric,value,unit
job,max_cap_violations,0,
pwr,pwr_density_cell,319.0,nW/um2
setup_path,sequence_of_cells_on_the_critical_path,"buf_6 > inv_4 > ha_4 > nor2_4 > a21oi_4 > xnor2_1 > buf_2",
setup_path,worstSetupEndpointType,"output port",
cells_and_area,instances_no_fill,76,
setup_path,worst_path_buf_inv,3,
final_timing,finalCriticalPeriod,1179,ps
cells_and_area,drive_gt1_frac,0.7667,
cells_and_area,fin_area,365.4,um2
global_routing,wire_length_of_the_first_global_routing_pass,841,um
cts,postCtsHoldBufs,0,
synthesis,postSynthAreaPerCell,7.132,um2
global_routing,initial_antenna_violation_count,0,
cells_and_area,layout_top_cell,"buf_6",
cells_and_area,area.sequential,0,um2
synthesis,synthDistinctLibCells,8,
placed_design,post-place-cells,76,
final_timing,slew_viol_final,0,
setup_path,timing.critical_path.slowest_cell_delay,160,ps
routing,detail_route.first_pass.iterations,1,
cells_and_area,postLayoutCoreUtil,0.1070,
global_routing,first_global_vias,174,
cells_and_area,layout_top_cells_excl_fill_tap,"buf_6 (5), buf_2 (4), inv_4 (3), inv_2 (3), ha_4 (3)",
setup_path,crit_family,"buffers and inverters",
final_timing,final.period_utilization,0.9827,
floorplan,die.size.x,80,um
routing,route.antenna.remaining_nets,0,
routing,wl_met1,243,um
final_timing,fin_ws,20.70,ps
cells_and_area,areaGrowthSynthToFinish,156.1,%
setup_path,crit_type,"in2out",
routing,top_layer,"met3",
routing,met3WireLength,50,um
min_path,worst_hold_path_type,"in2out",
final_timing,unrepaired_setup_endpoints_after_global_routing,"true",
min_path,hp-start,"y[3]",
floorplan,coreArea,3416,um2
cells_and_area,clock_buffer_count,0,
setup_path,worstPathArrival,940,ps
floorplan,number_of_cell_rows,21,
final_timing,timing.final.hold_violations,0,
synthesis,yosys_warnings,21,
global_routing,gr-total-overflow,0,
setup_path,crit_required,960,ps
setup_path,setup_crit_start,"y[0]",
outcome,status,"completed",
cells_and_area,multi_input_logic_area,163.9,um2
placed_design,place.detailed.hpwl,335.9,um
cells_and_area,n_sequential_cell,0,
global_routing,global_route.usage.total,0.01501,
floorplan,die_h,80,um
placed_design,routabilityCongestion,0.7710,
global_routing,grt_start_max_net_pins,4,
floorplan,fp_util,0.04176,
placed_design,detailedPlace.worstSlack,-864.9,ps
routing,post_drt_via_cell_ratio,1.816,
cells_and_area,filler_cell_count,402,
routing,drt_drc_violations_left,0,
synthesis,synth_cells,20,
pwr,p_leak,0.1570,nW
routing,dr_wl_met2,123,um
routing,antenna_cells,0,
routing,drt_iter0_drc,0,
job,tool_warnings,43,
placed_design,port_buffers,12,
synthesis,post_synthesis_instance_area,142.6,um2
routing,wirelength,416,um
synthesis,yosysSeqAreaShare,0,
setup_path,cp_slowest_cell,"ha_4",
routing,routed_wirelength_normalized_by_instance_count,5.474,um
synthesis,yosysCellCount,20,
setup_path,worstPathMaxFanout,3,
routing,route.vias.total,138,
floorplan,chip_area,6400,um2
final_timing,maxClockFrequency,0.8480,GHz
floorplan,io-pin-count,22,
final_timing,holdWs,753.0,ps
synthesis,ys_chip_area,142.6,um2
setup_path,start_kind,"primary input",
pwr,worst_case_vdd_ir_drop,0.1252,mV
cts,cts.repair_timing.setup_buffer_count,0,
placed_design,dpl-instance-area,305.3,um2
final_timing,final-setup-viol-count,0,
==> kinds of logic (layout without fill, tap and decap cells) <==
logic type | after synthesis | in the layout | synth area share
buffers and inverters | 9 | 19 | 0.3158
adders and majority gates | 4 | 4 | 0.3509
xor gates and xnor gates | 4 | 4 | 0.2457
other | 1 | 1 | 0.02629
AOI/OAI and AO/OA | 1 | 1 | 0.03505
and+or+nand+nor | 1 | 1 | 0.02629
==> metrics by stage <==
step                        power, W  TNS [ps]
after floorplan           0.00004362         0
after global placement     0.0001021     -2816
after detailed placement   0.0001035     -2832
after CTS                  0.0001031         0
after global routing       0.0001329    -32.38
final                      0.0001165         0
==> path summary, 6_finish.rpt <==
check         to  slack, ps  cells after the start
max    answer[2]         20                      7
min    answer[3]        750                      3
==> cell usage after synthesis <==
cell,instances,area [um2]
nor2_1,1,3.750
buf_4,3,22.52
xor2_1,1,8.760
inv_1,6,22.52
xnor2_1,3,26.28
a21oi_1,1,5.000
ha_1,4,50.05
conb_1,1,3.750
==> metal layers <==
layer | track usage | vias up
li1 | - | 73
met1 | 0.02373 | 53
met2 | 0.02006 | 12
met3 | 0.004545 | 0
met4 | 0 | 0
met5 | 0 | -
==> area by class of cell <==
cell class                 instances  share of cell area
multi-input combinational         11              0.4486
timing repair buffer              13              0.3116
tap                               46              0.1575
inverter                           6             0.08219
==> report_power, final <==
group          internal, W  switching, W  leakage [nW]
Combinational    0.0000748     0.0000417         0.157
Sequential               0             0             0
Clock                    0             0             0
Total            0.0000748     0.0000417         0.157
==> timing repair <==
action                     in CTS  in global routing
resized                        49                  9
setup endpoints to repair       4                  3
pin swaps                       9                  5
Power figures rest on the tool's default switching activity, not on a simulated workload.
