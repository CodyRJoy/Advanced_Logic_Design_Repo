`design/flow/config.mk`:
```
export PLATFORM = sky130hd
export DESIGN_NAME = DHT22
export DESIGN_NICKNAME = DHT22
export VERILOG_FILES = /design/flow/design.v
export SDC_FILE = /design/flow/constraint.sdc
export NUM_CORES = 4
export LEC_CHECK = 1
export CORE_UTILIZATION = 30
```
`design/flow/constraint.sdc`:
```
current_design DHT22

set clk_period 5.0
set clk_io_pct 0.2

create_clock -name clk0 -period $clk_period [get_ports {CLK100MHZ}]

set non_clock_inputs [all_inputs -no_clocks]
set_input_delay [expr $clk_period * $clk_io_pct] -clock clk0 $non_clock_inputs
set_output_delay [expr $clk_period * $clk_io_pct] -clock clk0 [all_outputs]
```
`design/flow/design.v`:
```
`timescale 1ns / 1ps
module seven_seg(
 input CLK100MHZ, CPU_RESETN,
 input [15:0] RH_Value, 
 input [15:0] Temp_Value,
 output CA,CB,CC,CD,CE,CF,CG,DP, 
 output [7:0] AN
 );
reg [19:0]count; 
reg [3:0] SW_Choose;
reg [7:0] AN_Choose;  
reg [6:0] Num_Choose;  
always @ (posedge CLK100MHZ or posedge CPU_RESETN)
 begin
  if (CPU_RESETN)
   count <= 0;
  else
   count <= count + 1;
 end
always @ (*)
 begin
  case(count[19:17])  
   3'b000 :   
    begin
     SW_Choose = {RH_Value[3],RH_Value[2],RH_Value[1],RH_Value[0]};
     AN_Choose = 8'b11111110;
    end
   3'b001:   
    begin
     SW_Choose = {RH_Value[7],RH_Value[6],RH_Value[5],RH_Value[4]};
     AN_Choose = 8'b11111101;
    end
   3'b010:   
    begin
     SW_Choose = {RH_Value[11],RH_Value[10],RH_Value[9],RH_Value[8]};
     AN_Choose = 8'b11111011;
    end
   3'b011:   
    begin
     SW_Choose = {RH_Value[15],RH_Value[14],RH_Value[13],RH_Value[12]};
     AN_Choose =8'b11110111;
    end
     3'b100 :   
     begin
      SW_Choose = {Temp_Value[3],Temp_Value[2],Temp_Value[1],Temp_Value[0]};
      AN_Choose = 8'b11101111;
     end
    3'b101:   
     begin
      SW_Choose = {Temp_Value[7],Temp_Value[6],Temp_Value[5],Temp_Value[4]};
      AN_Choose = 8'b11011111;
     end
    3'b110:   
     begin
      SW_Choose = {Temp_Value[11],Temp_Value[10],Temp_Value[9],Temp_Value[8]};
      AN_Choose = 8'b10111111;
     end
    3'b111:   
     begin
      SW_Choose = {Temp_Value[15],Temp_Value[14],Temp_Value[13],Temp_Value[12]};
      AN_Choose = 8'b01111111;
     end
  endcase
 end
always @ (*)
 begin
 if (AN_Choose == 8'b01111111)
   case(SW_Choose)
   0:       Num_Choose <= 7'b0000001;
   1:       Num_Choose <= 7'b1001111;
   2:       Num_Choose <= 7'b0010010;
   3:       Num_Choose <= 7'b0000110;
   4:       Num_Choose <= 7'b1001100;
   5:       Num_Choose <= 7'b0100100;
   6:       Num_Choose <= 7'b0100000;
   7:       Num_Choose <= 7'b0001111;
   default: Num_Choose <= 7'b1111110;
 endcase
 else
  case(SW_Choose)
    0:       Num_Choose <= 7'b0000001;
    1:       Num_Choose <= 7'b1001111;
    2:       Num_Choose <= 7'b0010010;
    3:       Num_Choose <= 7'b0000110;
    4:       Num_Choose <= 7'b1001100;
    5:       Num_Choose <= 7'b0100100;
    6:       Num_Choose <= 7'b0100000;
    7:       Num_Choose <= 7'b0001111;
    8:       Num_Choose <= 7'b0000000;
    9:       Num_Choose <= 7'b0001100;
    10:      Num_Choose <= 7'b0001000;
    11:      Num_Choose <= 7'b1100000;
    12:      Num_Choose <= 7'b0110001;
    13:      Num_Choose <= 7'b1000010;
    14:      Num_Choose <= 7'b0110000;
    default: Num_Choose <= 7'b0111000;
  endcase
 end
assign {CG, CF, CE, CD, CC, CB, CA} = Num_Choose;
assign AN = AN_Choose;
assign DP = 1'b1;
endmodule
`timescale 1ns / 1ps
module DHT22(
inout [3:1] JA,
input CLK100MHZ,
output LED16_G, 
output LED16_R,
output LED16_B
);
reg JA3in;
reg JA3out;
reg LEDR;
reg LEDG;
reg LEDB;
reg [7:0] state = 8'd0;
reg [31:0] count = 0;
reg [39:0] dataBits = 40'd0;
reg [7:0] bitCount = 8'd40;
reg dataReady;
initial begin
LEDR = 1'b0;
LEDG = 1'b0;
LEDB = 1'b0;
end
     seven_seg SSEG(
     .RH_Value(dataBits[39:24]),
     .Temp_Value(dataBits[23:8])
     );
assign JA[3] = JA3out ? 1'b1: 1'b0;
assign LED16_R = LEDR;
assign LED16_G = LEDG;
assign LED16_B = LEDB;
always @(posedge CLK100MHZ) begin
	JA3in = JA[3];
end
always @(posedge CLK100MHZ) begin
	if(count > 32'h3B9ACA00) begin
		count <= 32'h0;
		state <= 8'h00;
	end
	case (state)
		8'h00: begin  
			if(count < 32'h5F5E100) begin
				count <= count + 1;
				end
			else begin
				count <= 0;
				state <= 8'h01;
				end
			end
		8'h01: begin 	 
			if( count < 32'h18aaaa ) begin
			     LEDB = 1'b0;
			     LEDR = 1'b0;
			     LEDG = 1'b0;
				count <= count + 1;
				JA3out <= 1'b1;
				end
			else begin
				count <= 0;
                JA3out <= 1'b0;
				state <= 8'h02;
				end
			end
		8'h02: begin  
			if (JA3in) begin
					count <= 0;
					state <= 8'h03;  
				end
			else 
				count <= count +1;
			end
		8'h03: begin  
			if (~JA3in) begin
					count <= 0;
					state <= 8'h04;  
				end
			else 
				count <= count +1;
			end
		8'h04: begin  
			if(JA3in) begin
                LEDB = 1'b1;
				count <= 0;
				state <= 8'h05;
				dataReady <= 1'b0;
				bitCount <= 0;
				end
			else begin
				count <= count +1;
				end
			end
		8'h05: begin  
			if (~JA3in) begin  
				LEDB = 1'b0;
				LEDR = 1'b1;
				count <= 0;
				state <= 8'h06;
				end
			else count <= count +1;
			end
		8'h06: begin
			if (JA3in) begin  
				state <= 8'h07;
				count <= 0;
				end
			else count <= count +1;
			end
		8'h07: begin  
			if (JA3in) begin
				count <= count +1;
				end
			else begin
				state <= 8'h08;
				end
			end
		8'h08: begin  
			if (count > 5000) begin
				count <= 0;
				dataBits[bitCount] = 1'b1;
				bitCount = bitCount + 1;
				state <= 8'h09;
				end
			else begin
				count <= 0;
				dataBits[bitCount] = 1'b0;
                bitCount = bitCount + 1;
				state <= 8'h09;
			end
			end
		8'h09: begin
			if(bitCount < 40) begin
				state <= 8'h05;
				end
			else begin
				dataReady <= 1'b1;
				state <= 8'h0a;
				end
			end
		8'h0a: begin  
			if(JA3in) begin
			     if (dataBits[39:32] + dataBits[31:24] + dataBits[23:16] + dataBits[15:8] == dataBits[7:0]) begin
				    LEDR = 1'b0;
				    LEDG = 1'b1;
				    state <= 8'h00;
				    count <= 0;
				 end
				 else begin
				 state <= 8'h00;
                 count <= 0;
                 end
             end
			else count <= count +1;
			end
		default: begin
			count <= 0;
			state <= 8'h00;
			end
	endcase
end
endmodule
```
`design/flow/run.sh`:
```
#!/bin/bash
# OpenROAD 26Q1-2900-gdf79404cd8, Yosys 0.63+post, stock flow scripts
make -C /OpenROAD-flow-scripts/flow DESIGN_CONFIG=/design/flow/config.mk WORK_HOME=/design/flow/orfs finish
```
==> flow_summary.yaml <==
# flow metrics
grt:
  grt_pass1_vias: 4121
  grt_overflow: 0
  antenna_found_initial: 0
  grt_util_all_layers_pct: 13.4
  grt_max_degree: 41
  grt_pass1_wl_um: 20700
die:
  die_w_um: 140
  core_mm2: 0.0187
  ioPinCount: 7
  rows: 50
  chipArea_mm2: 0.0197
  fp-utilization_pct: 30.6
  die_h_um: 140
placed_design:
  postPlaceCellArea_mm2: 0.00592
  place.port_buffers: 3
  place_congestion: 0.888
  hpwl_um: 8730
timing:
  setup_tns_ns: 0
  min_period_over_period_pct: 72.3
  slew_headroom_pct: 54.5
  hold_viol: 0
  post-route-min-period_ns: 3.62
  drv_slew: 0
  max_freq_ghz: 0.277
  tightest_slew_ns: 0.682
  rsz0062_at_grt: "no"
  finClkSkew_ns: 0.00883
  untimed_endpoints: 2
  setup_viol: 0
cts:
  cts.sink_count: 93
  cts_root_buf: "clkbuf_16"
  postCtsSetupBuffers: 0
  holdBufCountCts: 0
  htree_levels: 3
  cts_tree: "done"
  cts_buffers: 9
  postCtsResizedCells: 0
  cts_buffer_depth: 2
  clk_pin_slew_worst_paths_ns: 0.06
  clk_latency_ns: 0.34
yosys:
  syn_area_per_cell_um2: 9.02
  post-synth-top-count-cell: "nor2_1"
  synth_warnings: 2
  synthCells: 635
  async_flop_share_pct: 0
  synth_sequential_area_ratio_pct: 41.6
  yosys-top-cells-area: "edfxtp_1 (27%), dfxtp_1 (14%), nor2_1 (5.6%), fa_1 (4.9%), xnor2_1 (2.9%)"
  synthTopCellsByCount: "nor2_1 (85), edfxtp_1 (52), dfxtp_1 (41)"
  top_cell_area_share_pct: 27.2
  ff_type: "edfxtp_1"
  synth_cell_type_count: 67
  yosysTopAreaCell: "edfxtp_1"
  yosys_cells: 635
  ys_area_mm2: 0.00573
  syn_area_mm2: 0.00573
  ys.flops: 93
  edf_count: 52
critical_path:
  crit_path_max_incr_delay_ns: 0.54
  r2r_slack_ns: 1.38
  crit_slowest_cell: "fa_1"
  cp.arrival_ns: 3.66
  critPathMaxFanout: 2
  crit_path_end_kind: "register"
  ff2ff_path_depth: 12
  critPathKind: "register to register"
  cp-start-kind: "register"
  crit_path_frequent_cell: "fa_1"
  crit_chain: "fa_1 > inv_1 > fa_1 > inv_1 > ha_1 > fa_1 > a21o_1 > a21oi_1 > xnor2_1 > nor4_1 > nand3_1 > a21oi_1"
  crit_family: "adder cells"
  cp.required_ns: 5.05
  r2r_end: "LEDG"
  path_buffers: 2
pwr:
  leakage_uw: 0.00220
  pwr-share-comb_pct: 1.5
  peakVddDrop_v: 0.000178
  p_int_uw: 1250
  pwr-share-seq_pct: 52.5
  p_switching_uw: 301
  power_density_mw_per_mm2: 249
  sw_frac_of_total_pct: 19.4
  clkPwrFrac_pct: 46.0
route:
  post-route-drc-count: 0
  routed_wl_um: 12300
  via_per_inst: 5.23
  drt_iter0_drc: 338
  num_antenna_cells: 0
  firstDrtPassIters: 7
  wire_per_inst_um: 14.4
  vias: 4495
  ant_nets: 0
job:
  cap_violations: 0
  warnings: 31
hold_path:
  hold_class: "register to register"
  hold_path_depth: 0
  hold_start: "JA[3]"
  min_to: "JA3in"
finish:
  final_area_mm2: 0.00623
  area_delta_synth_final_pct: 8.65
  final_util_pct: 33.3
  drive_gt1_share_pct: 5.43
outcome:
  status: "finished clean"
power groups by stage:
stage / Clock, uW / Combinational (uW) / Sequential, uW
CTS: 732 / 23.7 / 812
global route: 759 / 27.3 / 813
finish: 713 / 23.4 / 813
cell type report:
| class | instances | area, um^2 |
|---|---|---|
| inverter | 40 | 150 |
| fill | 1896 | 12500 |
| timing repair buffer | 11 | 90.1 |
| clock buffer | 11 | 233 |
| sequential | 93 | 2380 |
| tap | 234 | 293 |
| multi-input combinational | 466 | 3000 |
| clock inverter | 5 | 75.1 |
through the flow:
stage	instances	setup slack [ns]	hold WS (ns)	total power, uW
2_1_floorplan	638	1.65	0.323	847
3_3_place_gp	844	1.39	0.335	853
3_5_place_dp	844	1.38	0.341	853
4_1_cts	860	1.36	0.355	1570
5_1_grt	860	1.16	0.376	1600
6_report	860	1.38	0.353	1550
routing by layer:
| layer | GRT usage (%) | part of all wire, % | vias to the layer above |
|---|---|---|---|
| li1 | - | - | 2263 |
| met1 | 20.7 | 49 | 2151 |
| met2 | 21.2 | 47 | 72 |
| met3 | 2.09 | 3.4 | 9 |
| met4 | 1.10 | 0.75 | 0 |
| met5 | 0 | 0 | - |
worst register-to-register path, delay by kind of cell (launching register included):
family	cells	cell delay [ns]
XOR/XNOR	1	0.10
AND-OR/OR-AND	3	0.61
AND/OR/NAND/NOR	2	0.47
buffers and inverters	2	0.09
flip-flops	1	0.39
adder cells (fa/ha/maj)	4	1.67
kinds of logic (layout without fill, tap and decap cells):
family / count (synthesis) / after routing / share of synthesized area (%)
xor gates and xnor gates: 32 / 32 / 4.89
muxes: 1 / 1 / 0.175
AOI/OAI and AO/OA: 130 / 130 / 14.5
other: 1 / 4 / 0.0654
DFF: 93 / 93 / 41.6
buffers and inverters: 79 / 67 / 6.22
and+or+nand+nor: 273 / 273 / 25.1
adders and majority gates: 26 / 26 / 7.47
worst max path at each step:
stage | end | slack, ns | cells after the start
CTS | LEDR | 1.36 | 12
global route | LEDR | 1.16 | 12
finish | LEDG | 1.38 | 12
cells in the final DEF, fill, tap and decap left out, types with 4 or more instances in the layout:
cell type   n
a21o_1      5
a21oi_1    18
a31oi_1     6
and2_1      6
and3_1      6
buf_4       8
clkbuf_16   9
conb_1      4
dfxtp_1    41
edfxtp_1   52
fa_1       14
ha_1       11
inv_1      40
nand2_1    37
nand2b_1    8
nand3_1    30
nand4_1    11
nor2_1     85
nor2b_1     7
nor3_1     20
nor4_1     17
o211ai_1   11
o21a_1      7
o21ai_0    14
o21ai_1    27
o22ai_1    17
or2_2       5
or3_1       8
or4_1      11
xnor2_1    19
xor2_1     13
Power is estimated from default activity; no workload was simulated.
