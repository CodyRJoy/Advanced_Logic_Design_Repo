[./config.mk]
export PLATFORM = sky130hd
export DESIGN_NAME = Third_Order_Babbage
export DESIGN_NICKNAME = Third_Order_Babbage
export VERILOG_FILES = /design/flow/design.v
export SDC_FILE = /design/flow/constraint.sdc
export NUM_CORES = 4
export LEC_CHECK = 1
export CORE_UTILIZATION = 30
[./constraint.sdc]
current_design Third_Order_Babbage

set clk_period 42.6
set clk_io_pct 0.2

create_clock -name clk0 -period $clk_period

set non_clock_inputs [all_inputs -no_clocks]
set_input_delay [expr $clk_period * $clk_io_pct] -clock clk0 $non_clock_inputs
set_output_delay [expr $clk_period * $clk_io_pct] -clock clk0 [all_outputs]
[./design.v]
`timescale 1ns / 1ps
module Third_Order_Babbage#(parameter Maxxvalue = 5)(
    input [15:0] const0,
    input [15:0] const1,
    input [15:0] const2,
    input [15:0] const3,
    output [15:0] position
    );
    wire [15:0] f_curr [Maxxvalue:0];
    wire [15:0] f_next [Maxxvalue:0];
    wire [15:0] g_curr [Maxxvalue:0];
    wire [15:0] g_next [Maxxvalue:0];
    wire [15:0] h_curr [Maxxvalue:0];
    wire [15:0] h_next [Maxxvalue:0];
    wire [15:0] j_curr [Maxxvalue:0];
    wire [15:0] f_curr0;
    wire [15:0] f_curr1;
    wire [15:0] f_curr2;
    wire [15:0] f_curr3;
    wire [15:0] g_curr0;
    wire [15:0] g_curr1;
    wire [15:0] g_curr2;
    wire [15:0] h_curr0;
    wire [15:0] h_curr1;
    wire [15:0] j_curr0;
    assign f_curr0 = const0;
    assign f_curr1 = const3 + const2 + const1 + const0;
    assign f_curr2 = 8*const3 + 4*const2 + 2*const1 + const0;
    assign f_curr3 = 27*const3 + 9*const2 + 3*const1 + const0;
    assign g_curr0 = f_curr1-f_curr0;
    assign g_curr1 = f_curr2-f_curr1;
    assign g_curr2 = f_curr3-f_curr2;
    assign h_curr0 = g_curr1-g_curr0;
    assign h_curr1 = g_curr2-g_curr1;
    assign j_curr0 = h_curr1-h_curr0;
    generate
    genvar i;
    for(i=0;i<Maxxvalue+1;i=i+1) begin:bab
        assign f_curr[0] = f_curr0;
        assign g_curr[0] = g_curr0;
        assign h_curr[0] = h_curr0;
        assign j_curr[0] = j_curr0;
        assign f_next[i] = f_curr[i] + g_curr[i];
        assign g_next[i] = g_curr[i] + h_curr[i];
        assign h_next[i] = h_curr[i] + j_curr[i];
        assign f_curr[i+1] = f_next[i];
        assign g_curr[i+1] = g_next[i];
        assign h_curr[i+1] = h_next[i];
        assign j_curr[i+1] = j_curr[i];
    end
    endgenerate
    assign position = f_curr[Maxxvalue];
endmodule
[./run.sh]
#!/bin/bash
# OpenROAD 26Q1-2900-gdf79404cd8, Yosys 0.63+post, stock flow scripts
make -C /OpenROAD-flow-scripts/flow DESIGN_CONFIG=/design/flow/config.mk WORK_HOME=/design/flow/orfs finish
==> flow_metrics.py <==
# Physical implementation metrics
metrics = {
    "critical_path": {
        "cpMostUsedCell": "fa_1",
        "max_stage_delay_ns": 0.61,
        "criticalPathCategory": "in2out",
        "crit_arrival_ns": 25.79,
        "crit_end": "position[15]",
        "required_ns": 34.08,
        "cp-startpoint": "const0[1]",
        "slowest_stage": "xnor2_1",
        "cp-start-kind": "primary input",
        "cp_max_fo": 6,
        "endpoint_kind": "output port",
    },
    "synth": {
        "yosys.cell_types.count": 77,
        "yosys-top-cells-area": "fa_1 (37%), ha_1 (18%), inv_1 (12%)",
        "avgSynthCellArea_um2": 8.97,
        "top_cells_by_count": "inv_1 (432), fa_1 (257), ha_1 (200), xnor2_1 (97), a21oi_1 (79)",
        "ys_seq_share_pct": 0,
        "largest_area_cell": "fa_1",
        "synth_cells": 1535,
        "syn_area_mm2": 0.0138,
        "ys_warn_count": 1,
        "ys_cells": 1535,
        "yosys.area.top_type_share_pct": 37.4,
        "ys_chip_area_mm2": 0.0138,
        "synth_top_cell_by_count": "inv_1",
    },
    "timing": {
        "timing.fmax_mhz": 29.2,
        "setup_viol": 0,
        "setup_slack_ns": 8.29,
        "relSlewSlack_pct": 46.4,
        "worst_pin_slew_ns": 0.802,
        "finalCriticalPeriod_ns": 34.31,
        "finalCritPeriodShare_pct": 80.5,
        "rsz0062_at_grt": "no",
        "setup_tns_ns": 0,
        "maxSlewViolCount": 0,
        "hold_violations": 0,
    },
    "drt": {
        "first_pass_iters": 21,
        "via_per_inst": 4.33,
        "totalWireLength_um": 28800,
        "route.vias.total": 9595,
        "postRouteAntennaNets": 0,
        "num_antenna_cells": 0,
        "drc": 0,
        "drt_iter0_drc": 427,
        "wl_per_cell_um": 13.0,
    },
    "cts": {
        "cts_hold_buf": 0,
        "cts_resized": 0,
        "post_cts_buffers": 0,
    },
    "job": {
        "max-cap-violations": 0,
        "tool_warnings": 56,
    },
    "floorplanning": {
        "chip_area_mm2": 0.0468,
        "ios": 80,
        "fp.dieH_um": 216,
        "die_w_um": 216,
        "core_mm2": 0.0453,
        "initCoreUtil_pct": 30.4,
        "num_rows": 78,
    },
    "global_route": {
        "grt_pass1_wl_um": 49600,
        "antenna_found_initial": 0,
        "grt-ovfl-total": 0,
        "grt_max_degree": 10,
        "grt_pass1_vias": 9851,
        "track_usage_pct": 13.6,
    },
    "placement": {
        "gp_congestion": 0.910,
        "pre_cts_slack_ns": 8.21,
        "io_buffers": 80,
        "placed_cell_area_mm2": 0.0153,
        "place_hpwl_um": 27100,
    },
    "finish": {
        "design_area_mm2": 0.0153,
        "layout-drive-gt1-share_pct": 2.66,
        "num-clock-buffers": 0,
        "seq_cells": 0,
        "regArea_um2": 0,
        "syn2layout_area_growth_pct": 11.2,
    },
    "outcome": {
        "status": "complete, no violations",
    },
    "hold_path": {
        "hp-class": "in2out",
        "holdPathStages": 3,
    },
}
-- through the flow --
step / hold slack (ns) / utilization, % / instances
final: 18.18 / 33.8 / 2214
after floorplan: 17.09 / - / 1535
after detailed placement: 18.19 / 33.8 / 2214
after global routing: 18.26 / 33.8 / 2214
after CTS: 18.20 / 33.8 / 2214
after global placement: 18.20 / 33.8 / 2214
-- worst min path at each step --
stage	slack, ns	startpoint	end
4_1_cts	18.20	const0[0]	position[0]
5_1_grt	18.26	const0[0]	position[0]
6_report	18.18	const0[0]	position[0]
-- critical path, delay by kind of cell --
family / cells / cell delay (ns)
AOI/OAI and AO/OA: 11 / 3.05
xor gates and xnor gates: 9 / 3.05
and+or+nand+nor: 7 / 0.69
adders and majority gates: 20 / 8.54
buffers and inverters: 13 / 1.92
-- logic make-up (layout without fill, tap and decap cells) --
family          Yosys count  count (layout)  synth area share (%)
simple gates            196             196                  7.23
buf+inv                 435             514                  11.9
xor+xnor                156             156                  10.7
other cells               2               2                0.0545
mux                      12              12                 0.909
fa+ha+maj               457             457                  55.5
compound gates          277             277                  13.7
-- layout by cell type, fill, tap and decap left out, types with 3 or more instances in the layout --
cell type,instances
mux2i_1,8
a31o_2,7
nand4_1,5
nor2b_1,13
a221oi_1,3
o41a_1,3
a211oi_1,5
o21bai_1,23
nand2b_1,16
o211ai_1,5
fa_1,257
and3_1,4
clkdlybuf4s50_1,80
o31ai_1,3
nand3_1,5
a21oi_1,79
nand2_1,39
xnor2_2,3
mux2_2,4
nand3b_1,3
a31oi_1,6
ha_1,200
inv_1,432
a21boi_0,9
xnor3_1,4
xor2_1,50
nor3_1,17
xnor2_1,97
or2_2,5
nor2_1,66
o311ai_1,3
o21a_1,17
and2_1,3
o21ai_0,42
a21o_1,43
-- per-layer routing --
metal / vias to the layer above / GRT usage [%] / share of wire, %
met5: - / 0 / 0
met4: 0 / 0.258 / 0.21
met3: 2 / 1.94 / 3.8
met2: 154 / 22.2 / 48
met1: 4461 / 20.8 / 48
li1: 4978 / - / -
-- cell type report --
class	count	area, um^2
repair buffers	81	808
inverters	433	1630
fillers	4649	30000
multi-input cells	1100	12100
well taps	600	751
